===== flow/config.mk =====
export PLATFORM = sky130hd
export DESIGN_NAME = writeback_stage
export DESIGN_NICKNAME = writeback_stage
export VERILOG_FILES = /design/flow/design.v
export SDC_FILE = /design/flow/constraint.sdc
export NUM_CORES = 4
export LEC_CHECK = 1
export CORE_UTILIZATION = 30

===== flow/constraint.sdc =====
current_design writeback_stage

set clk_period 1.5
set clk_io_pct 0.2

create_clock -name clk0 -period $clk_period [get_ports {clk}]

set non_clock_inputs [all_inputs -no_clocks]
set_input_delay [expr $clk_period * $clk_io_pct] -clock clk0 $non_clock_inputs
set_output_delay [expr $clk_period * $clk_io_pct] -clock clk0 [all_outputs]

===== flow/design.v =====
module dff (q, d, wen, clk, rst);
    output         q;  
    input          d;  
    input 	   wen;  
    input          clk;  
    input          rst;  
    reg            state;
    assign q = state;
    always @(posedge clk) begin
      state <= rst ? 0 : (wen ? d : state);
    end
endmodule
module writeback_stage(
	input clk, rst_n,
	input [15:0] alu_result, mem_read,
	input reg_write_src,  
	input m_reg_write_en,
	input [3:0] m_rd,
	input m_halt,
	output [15:0] reg_write_data,
	output w_reg_write_en,
	output [3:0] w_rd,
	output halt
);
	wire [15:0] alu_result_ff;
	dff alu_result_dff [15:0] (
		.clk(clk),
		.rst(~rst_n),
		.d(alu_result),
		.q(alu_result_ff),
		.wen(1'b1)
	);
	wire [15:0] mem_read_ff;
	dff mem_read_dff [15:0] (
		.clk(clk),
		.rst(~rst_n),
		.d(mem_read),
		.q(mem_read_ff),
		.wen(1'b1)
	);
	wire reg_write_src_ff;
	dff reg_write_src_dff (
		.clk(clk),
		.rst(~rst_n),
		.d(reg_write_src),
		.q(reg_write_src_ff),
		.wen(1'b1)
	);
	dff reg_write_en_dff (
		.clk(clk),
		.rst(~rst_n),
		.d(m_reg_write_en),
		.q(w_reg_write_en),
		.wen(1'b1)
	);
	dff rd_dff [3:0] (
		.clk(clk),
		.rst(~rst_n),
		.d(m_rd),
		.q(w_rd),
		.wen(1'b1)
	);
	dff halt_dff (
		.clk(clk),
		.rst(~rst_n),
		.d(m_halt),
		.q(halt),
		.wen(1'b1)
	);
	assign reg_write_data = reg_write_src_ff ? mem_read_ff : alu_result_ff;
endmodule

===== flow/run.sh =====
#!/bin/bash
# OpenROAD 26Q1-2900-gdf79404cd8, Yosys 0.63+post, stock flow scripts
make -C /OpenROAD-flow-scripts/flow DESIGN_CONFIG=/design/flow/config.mk WORK_HOME=/design/flow/orfs finish

==> run_results.csv <==
group,metric,value,unit
sta,worst_slew_pin_slew,0.128,ns
grt,use_met2,0.170,
sta,max_freq,617,MHz
yosys,xor_area_frac,0,
pwr,seqPwrFrac,0.532,
yosys,logic_family,"simple AND/OR/NAND/NOR gates",
final_layout,instances_no_fill,228,
final_layout,post-route-util,0.529,
clock_network,cts_tree,"done",
route,num_antenna_cells,0,
sta,min_period,1.62,ns
pwr,peakVddDrop,0.000453,V
setup_path,path_class,"register to output pin",
final_layout,n_fill_cell,351,
route,wl_per_cell,11.0,um
setup_path,worst_ep_required_time,1.20,ns
pwr,p_per_area,957,nW/um^2
grt,antenna_found_initial,0,
job,tool_warnings,27,
pwr,p_comb_frac,0.149,
route,vias_per_cell,3.93,
sta,post-route-period-util,1.08,
final_layout,area_growth,64.8,%
hold_path,hold_class,"primary input to register",
placement,dp_hpwl,1.71,mm
die,die_w,68.4,um
status,outcome,"finished with violations",
clock_network,cts.reportedPaths.clkPinSlew,0.08,ns
route,drtIter0Drc,28,
grt,busiest_layer,"met2",
sta,finalWorstSetupSlack,-0.120,ns
yosys,ys_sh_mux,0.165,
pwr,switchingPower,421,uW
die,pin_count,63,
pwr,p_leak,0.000947,uW
pwr,switching_share,0.202,
pwr,pwr-share-clk,0.319,
route,drc,0,
final_layout,flop_area,785,sq um
route,wirelength,2.50,mm
route,first_pass_iters,4,
route,ant_nets,0,
sta,tns,-1.44,ns
grt,grt_pass1_wl,3.71,mm
grt,grt_overflow,0,
placement,post-place-cells,209,
grt,grtUsageTotal,0.109,
die,rows,23,
yosys,ys_sh_aoi,0,
clock_network,cts_max_level,2,
hold_path,hold_path_end,"mem_read_dff[2].state",
grt,grt.met3_usage,0.0304,
sta,setup_viol,16,
yosys,synth_area_per_cell,12.7,sq um
grt,grt_max_degree,40,
setup_path,cp-start-kind,"register",
pwr,p_int,1660,uW
status,violations,"setup timing",
yosys,yosysCellCount,104,
placement,post-place-ws,-0.0656,ns
grt,first_global_vias,858,
sta,drv_slew,0,
sta,rsz0062_at_grt,"yes",
placement,place_congestion,0.696,
clock_network,clockBufferDepth,2,
sta,relSlewSlack,0.915,
yosys,ys_seq_share,0.591,
sta,hold_violations,0,
yosys,ys_types,10,
placement,numPortBuffers,62,
yosys,yosys_area,1320,sq um
setup_path,arrival,1.32,ns
die,initCoreUtil,0.321,
hold_path,min_from,"mem_read[2]",
setup_path,crit_fanout,4,
yosys,synth_area,1320,sq um
yosys,yosys_warnings,1,
grt,met1_usage,0.152,
yosys,synthAdderAreaFrac,0,
die,chipHeight,68.4,um
clock_network,numCtsBuffers,5,
die,dieArea,4670,sq um
route,vias,895,
yosys,postSynthCellCount,104,
setup_path,endpoint_kind,"output pin",
die,core,4120,sq um
final_layout,logic_area,484,sq um
yosys,synthSimpleGateAreaFrac,0.185,
clock_network,cts.sinks,39,
hold_path,holdPathStages,2,
yosys,synth_flops,39,
clock_network,root_buffer,"clkbuf_8",
job,cap_violations,0,
final_layout,drive_gt1_frac,0.303,
through the flow:
step	total power [uW]	cell area, sq um	hold WS, ns
2_1_floorplan	1230	1320	0.422
3_3_place_gp	1410	1970	0.883
3_5_place_dp	1420	1970	0.886
4_1_cts	2100	2150	0.573
5_1_grt	2190	2180	0.575
6_report	2080	2180	0.583
layer usage:
layer	vias to the layer above	routed length, um	part of all wire
met5	-	0	0
met3	4	232	0.093
met2	42	1070	0.43
met4	0	29	0.012
met1	383	1170	0.47
li1	466	-	-
how the worst max path moves through the flow:
stage,start,endpoint,depth (start not counted)
4_1_cts,reg_write_src_dff.state,reg_write_data[11],4
5_1_grt,reg_write_src_dff.state,reg_write_data[11],4
6_report,reg_write_src_dff.state,reg_write_data[11],4
cells by family after synthesis:
kind of cell / count (synthesis)
DFF: 39
muxes: 16
and+or+nand+nor: 39
buffers and inverters: 10
critical path, cell delays in order (launching register included):
cell and delay [ns]:
dfxtp_4 0.40, buf_6 0.13, buf_6 0.10, mux2_4 0.29
buf_2 0.11
layout make-up:
class / instances / share of cell area
sequential: 39 / 0.360
timing repair buffer: 76 / 0.349
multi-input combinational: 55 / 0.222
clock buffer: 6 / 0.0333
tap: 50 / 0.0287
clock inverter: 2 / 0.00575
what timing repair did:
| action | in CTS | in global routing |
|---|---|---|
| setup buffers | 10 | 0 |
| endpoints found under the hold margin | 0 | 0 |
| cloned | 1 | 0 |
| hold buffers | 0 | 0 |
| setup endpoints to repair | 16 | 16 |
| resized | 68 | 5 |
Yosys cell counts, drive strengths merged:
cell type	number	area, sq um
clkbuf	3	12.5
mux2	16	218
and2	39	244
buf	7	66.3
dfxtp	39	781
layout by cell type (no fill, tap or decap), types with 2 or more instances in the layout:
| master | instances |
|---|---|
| clkbuf_8 | 5 |
| mux2_4 | 16 |
| buf_6 | 14 |
| and2_1 | 39 |
| clkdlybuf4s50_1 | 46 |
| buf_12 | 2 |
| buf_2 | 12 |
| dfxtp_1 | 38 |
registers in the layout, summed over array words and instances (netlist names):
name                     count
alu_result_dff.state        16
halt_dff.state               1
mem_read_dff.state          16
rd_dff.state                 4
reg_write_en_dff.state       1
reg_write_src_dff.state      1
power by group through the flow:
stage / clock, uW / sequential (uW) / combinational [uW]
6_report: 664 / 1110 / 311
5_1_grt: 739 / 1110 / 339
4_1_cts: 692 / 1110 / 304
Power and IR drop assume default switching activity.
