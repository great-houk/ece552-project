==> flow/design.v <==
module Shifter (
	output reg [15:0] Shift_Out,  
	input  [15:0] Shift_In,  
	input  [3:0] Shift_Val,  
	input  [1:0] Mode  
);
	reg [15:0] stage1;
	always @(*) begin
		case (Mode)
			2'b00: begin   
				case (Shift_Val[1:0])   
					2'b00: stage1 = Shift_In;
					2'b01: stage1 = {Shift_In[14:0], 1'b0};
					2'b10: stage1 = {Shift_In[13:0], 2'b00};
					2'b11: stage1 = {Shift_In[12:0], 3'b000};
					default: stage1 = 16'hXXXX;   
				endcase
				case (Shift_Val[3:2])   
					2'b00: Shift_Out = stage1;
					2'b01: Shift_Out = {stage1[11:0], 4'h0};
					2'b10: Shift_Out = {stage1[7:0], 8'h0};
					2'b11: Shift_Out = {stage1[3:0], 12'h0};
					default: Shift_Out = 16'hXXXX;   
				endcase
			end
			2'b01: begin   
				case (Shift_Val[1:0])   
					2'b00: stage1 = Shift_In;
					2'b01: stage1 = {{1{Shift_In[15]}}, Shift_In[15:1]};
					2'b10: stage1 = {{2{Shift_In[15]}}, Shift_In[15:2]};
					2'b11: stage1 = {{3{Shift_In[15]}}, Shift_In[15:3]};
					default: stage1 = 16'hXXXX;   
				endcase
				case (Shift_Val[3:2])   
					2'b00: Shift_Out = stage1;
					2'b01: Shift_Out = {{4{Shift_In[15]}}, stage1[15:4]};
					2'b10: Shift_Out = {{8{Shift_In[15]}}, stage1[15:8]};
					2'b11: Shift_Out = {{12{Shift_In[15]}}, stage1[15:12]};
					default: Shift_Out = 16'hXXXX;   
				endcase
			end
			2'b10: begin   
				case (Shift_Val[1:0])   
					2'b00: stage1 = Shift_In;
					2'b01: stage1 = {Shift_In[0], Shift_In[15:1]};
					2'b10: stage1 = {Shift_In[1:0], Shift_In[15:2]};
					2'b11: stage1 = {Shift_In[2:0], Shift_In[15:3]};
					default: stage1 = 16'hXXXX;   
				endcase
				case (Shift_Val[3:2])   
					2'b00: Shift_Out = stage1;
					2'b01: Shift_Out = {stage1[3:0], stage1[15:4]};
					2'b10: Shift_Out = {stage1[7:0], stage1[15:8]};
					2'b11: Shift_Out = {stage1[11:0], stage1[15:12]};
					default: Shift_Out = 16'hXXXX;   
				endcase
			end
			default: Shift_Out = 16'hXXXX;   
		endcase
	end
endmodule
==> flow/run.sh <==
#!/bin/bash
# OpenROAD 26Q1-2900-gdf79404cd8, Yosys 0.63+post, stock flow scripts
make -C /OpenROAD-flow-scripts/flow DESIGN_CONFIG=/design/flow/config.mk WORK_HOME=/design/flow/orfs finish
==> flow/config.mk <==
export PLATFORM = sky130hd
export DESIGN_NAME = Shifter
export DESIGN_NICKNAME = Shifter
export VERILOG_FILES = /design/flow/design.v
export SDC_FILE = /design/flow/constraint.sdc
export NUM_CORES = 4
export LEC_CHECK = 1
export CORE_AREA = 10 10 114 114
export DIE_AREA = 0 0 124 124
==> flow/constraint.sdc <==
current_design Shifter

set clk_period 3.8
set clk_io_pct 0.2

create_clock -name clk0 -period $clk_period

set non_clock_inputs [all_inputs -no_clocks]
set_input_delay [expr $clk_period * $clk_io_pct] -clock clk0 $non_clock_inputs
set_output_delay [expr $clk_period * $clk_io_pct] -clock clk0 [all_outputs]
==> metrics.cfg <==
[outcome]
run_status = finished, final reports clean

[route]
diodes = 0
drt.antenna.violating_nets = 0
routed-via-count = 2569
drc = 0
firstDrtPassIters = 4
avgViaCountPerCell = 5.43
wl_um = 8740
wl_per_cell_um = 18.5
drt-initial-drc-count = 141

[die]
fp-row-count = 37
boundaryPins = 38
floorplan.die_area_sq_um = 15400
dieHeight_um = 124
floorplan.core_area_sq_um = 10400
die_wd_um = 124
initial_core_util_pct = 22.4

[power_and_ir_drop]
max-vdd-ir-drop_uv = 56.5
power_density_nw_per_um2 = 140
p_leak_nw = 1.31
totalPowerFinal_mw = 0.445

[logic_synthesis]
synthesis.area_sq_um = 2330
synthTopCellsByArea = sky130_fd_sc_hd__mux4_2 25%, sky130_fd_sc_hd__mux2i_1 15%, sky130_fd_sc_hd__mux2_2 5.3%
synth-adder-area-share_pct = 1.07
synth.cellmix.compoundShare_pct = 24.7
post-synth-top-area-cell = sky130_fd_sc_hd__mux4_2
ys_chip_area_sq_um = 2330
yosys-stat-cells = 283
synth_xor_xnor_area_share_pct = 0
synth_cell_types = 57
mean_cell_area_of_the_mapped_netlist_sq_um = 8.24
synth-warning-count = 1
post_synth_inst_count = 283
synth-seq-area-share_pct = 0
netlist.top_cell.by_instances = sky130_fd_sc_hd__mux2i_1
synth_top_area_share_pct = 25.1
ys_top_cells_by_count = 35 x sky130_fd_sc_hd__mux2i_1, 27 x sky130_fd_sc_hd__nand2_1, 26 x sky130_fd_sc_hd__mux4_2, 22 x sky130_fd_sc_hd__nor2_1, 15 x sky130_fd_sc_hd__clkbuf_1
synth.cellmix.simpleShare_pct = 17.6
mux_area_share_pct = 45.4
topCombFamilyByArea = multiplexers

[critical_path]
cp.required_ps = 3040
worst-endpoint-arrival_ps = 2960
setup.worst_path.start_class = primary input
timing.setup.critical_path_class = primary input to primary output
crit_path_max_fanout = 9
critPathCaptureType = primary output

[grt]
wire_length_of_the_first_global_routing_pass_um = 13900
grt_start_max_net_pins = 45
overflow = 0
grt_pass1_vias = 2571
grt_usage_pct = 11.3
number_of_antenna_violations_at_the_first_check_in_global_routing = 0

[finish]
core_occupancy_in_the_finished_layout_pct = 30.5
multi_input_comb_area_sq_um = 2120
fillers = 1094
flops = 0
clkbuf_count = 0
drive_above_1_share_pct = 32.9
flow.area_growth_from_synthesis_pct = 36.0
layout.area.seq_sq_um = 0

[place]
gp_congestion = 0.994
hpwl_um = 6940
dp_worst_setup_slack_ps = -22.2
port_buffers = 38

[timing]
final_min_period_over_clock_period_pct = 98.0
final-max-slew-violation-count = 0
final.min_clock_period_ps = 3720
worst_slew_margin_rel_pct = 65.8
layout_setup_ws_ps = 76.1
timing.fmax_ghz = 0.269
final_hold_viol_count = 0
setup-violations-final = 0
fin_hold_ws_ps = 2440
worst_slew_pin_slew_ps = 512

[clock_network]
post_cts_buffers = 0

[worst_hold_path]
tightest_hold_check_type = primary input to primary output

[job]
cap_viol_max_count = 0
openroad.warnings = 33

[placed cells by master (no fill, tap or decap), types with 2 or more instances in the layout]
cell type                         count
sky130_fd_sc_hd__buf_4               49
sky130_fd_sc_hd__mux2i_1             34
sky130_fd_sc_hd__nand2_1             27
sky130_fd_sc_hd__mux4_2              26
sky130_fd_sc_hd__nor2_1              22
sky130_fd_sc_hd__clkdlybuf4s50_1     20
sky130_fd_sc_hd__a21oi_1             13
sky130_fd_sc_hd__dlymetal6s2s_1      13
sky130_fd_sc_hd__mux2_2              11
sky130_fd_sc_hd__o21ai_0             11
sky130_fd_sc_hd__nor2b_1              7
sky130_fd_sc_hd__o211ai_1             7
sky130_fd_sc_hd__nand2b_1             7
sky130_fd_sc_hd__o21ai_1              6
sky130_fd_sc_hd__a31oi_1              6
sky130_fd_sc_hd__a211o_1              6
sky130_fd_sc_hd__nand3_1              5
sky130_fd_sc_hd__buf_12               5
sky130_fd_sc_hd__nor3_1               4
sky130_fd_sc_hd__inv_1                3
sky130_fd_sc_hd__and2_1               3
sky130_fd_sc_hd__o22ai_1              3
sky130_fd_sc_hd__buf_2                3
sky130_fd_sc_hd__a2bb2oi_1            2
sky130_fd_sc_hd__or2_2                2
sky130_fd_sc_hd__nand3b_1             2
sky130_fd_sc_hd__o311ai_0             2
sky130_fd_sc_hd__a211oi_1             2
sky130_fd_sc_hd__a2111oi_2            2
sky130_fd_sc_hd__o31ai_1              2
[metrics by stage]
stage	setup TNS (ps)	cell area, sq um	instances
floorplan	0	2330	283
global placement	-50.9	3090	473
detailed placement	-39.1	3090	473
CTS	0	3090	473
global route	-2.00	3170	473
finish	0	3170	473
[per-layer routing]
metal  part of all wire (%)  GRT usage (%)  up-vias
met5                      0              0        -
met4                   0.94           1.29        0
met3                     11           4.32        6
met2                     44           17.0      131
met1                     43           15.6     1218
li1                       -              -     1214
[cell families (layout without fill, tap and decap cells)]
kind of cell    count (synthesis)  in the layout
fa+ha+maj                       2              2
compound gates                 80             80
simple gates                   86             86
buf+inv                        43             97
mux                            72             72
[report_power, final]
part	switching (mW)	leakage (nW)	internal (mW)	total, mW
Sequential	0	0	0	0
Combinational	0.209	1.31	0.236	0.445
Clock	0	0	0	0
Total	0.209	1.31	0.236	0.445
[worst max-delay path, stage by stage]
cell	delay, ps
sky130_fd_sc_hd__clkdlybuf4s50_1	400
sky130_fd_sc_hd__buf_4	170
sky130_fd_sc_hd__mux4_2	480
sky130_fd_sc_hd__a32oi_2	240
sky130_fd_sc_hd__nor2b_1	80
sky130_fd_sc_hd__o41a_1	410
sky130_fd_sc_hd__clkdlybuf4s50_1	420
[final timing paths]
check	from	endpoint	cells past startpoint
setup / recovery	Shift_In[13]	Shift_Out[9]	7
hold / removal	Shift_In[0]	Shift_Out[0]	5
[final cells by class]
| type | count | area share [%] |
|---|---|---|
| Multi-Input combinational cell | 240 | 66.9 |
| Timing Repair Buffer | 92 | 27.2 |
| Tap cell | 136 | 5.36 |
| Inverter | 5 | 0.592 |
[timing repair]
| action | CTS | global route |
|---|---|---|
| endpoints found under the hold margin | 0 | 0 |
| pin swaps | 0 | 3 |
| resized | 3 | 24 |
| setup endpoints to repair | 4 | 15 |
| hold buffers | 0 | 0 |
Power and IR drop assume default switching activity.
