**design/flow/config.mk**
```make
export PLATFORM = sky130hd
export DESIGN_NAME = memory_stage
export DESIGN_NICKNAME = memory_stage
export VERILOG_FILES = /design/flow/design.v
export SDC_FILE = /design/flow/constraint.sdc
export NUM_CORES = 4
export LEC_CHECK = 1
export CORE_AREA = 10 10 102 102
export DIE_AREA = 0 0 112 112
```
**design/flow/constraint.sdc**
```tcl
current_design memory_stage

set clk_period 1.3
set clk_io_pct 0.2

create_clock -name clk0 -period $clk_period [get_ports {clk}]

set non_clock_inputs [all_inputs -no_clocks]
set_input_delay [expr $clk_period * $clk_io_pct] -clock clk0 $non_clock_inputs
set_output_delay [expr $clk_period * $clk_io_pct] -clock clk0 [all_outputs]
```
**design/flow/design.v**
```verilog
module memory_stage(
	input clk, rst_n, stall,
	input [15:0] addr, 
	input [15:0] write_data, 
	input e_mem_write_en, e_mem_read_en,
	input [15:0] w_reg_write_data,
	input mem_mem_forwarding,
	input [15:0] e_alu_rslt,
	input [3:0] e_rd, e_rs, e_rt,
	input e_reg_write_en, e_reg_write_src,
	input e_halt,
	output [15:0] m_mem_addr,
	output [15:0] m_mem_write_data,
	output m_mem_read_en, m_mem_write_en,
	input [15:0] m_alu_rslt,
	input [3:0] m_rd, m_rs, m_rt,
	input m_reg_write_en, m_reg_write_src,
	input m_halt
);
	wire [15:0] mem_forward;
	wire [15:0] addr_ff, write_data_ff;
	dff addr_dff [15:0] (
		.clk(clk),
		.rst(~rst_n),
		.d(addr),
		.q(addr_ff),
		.wen(~stall)
	);
	dff write_data_dff [15:0] (
		.clk(clk),
		.rst(~rst_n),
		.d(stall ? mem_forward : write_data),
		.q(write_data_ff),
		.wen(1'b1)
	);
	wire mem_write_en_ff, mem_read_en_ff;
	dff mem_write_en_dff (
		.clk(clk),
		.rst(~rst_n),
		.d(e_mem_write_en),
		.q(mem_write_en_ff),
		.wen(~stall)
	);
	dff mem_read_en_dff (
		.clk(clk),
		.rst(~rst_n),
		.d(e_mem_read_en),
		.q(mem_read_en_ff),
		.wen(~stall)
	);
	dff rd_dff [3:0] (
		.clk(clk),
		.rst(~rst_n),
		.d(e_rd),
		.q(m_rd),
		.wen(~stall)
	);
	dff rs_dff [3:0] (
		.clk(clk),
		.rst(~rst_n),
		.d(e_rs),
		.q(m_rs),
		.wen(~stall)
	);
	dff rt_dff [3:0] (
		.clk(clk),
		.rst(~rst_n),
		.d(e_rt),
		.q(m_rt),
		.wen(~stall)
	);
	dff alu_rslt_dff [15:0] (
		.clk(clk),
		.rst(~rst_n),
		.d(e_alu_rslt),
		.q(m_alu_rslt),
		.wen(~stall)
	);
	wire reg_write_en_ff, halt_ff;
	dff reg_write_en_dff (
		.clk(clk),
		.rst(~rst_n),
		.d(e_reg_write_en),
		.q(reg_write_en_ff),
		.wen(~stall)
	);
	dff reg_write_src_dff (
		.clk(clk),
		.rst(~rst_n),
		.d(e_reg_write_src),
		.q(m_reg_write_src),
		.wen(~stall)
	);
	dff halt_dff (
		.clk(clk),
		.rst(~rst_n),
		.d(e_halt),
		.q(halt_ff),
		.wen(~stall)
	);
	assign m_reg_write_en = stall ? 1'b0 : reg_write_en_ff;
	assign m_halt = stall ? 1'b0 : halt_ff;
	assign mem_forward = mem_mem_forwarding ? w_reg_write_data : write_data_ff;
	assign m_mem_addr = addr_ff;
	assign m_mem_write_data = mem_forward;
	assign m_mem_read_en = mem_read_en_ff;
	assign m_mem_write_en = mem_write_en_ff;
endmodule
module dff (q, d, wen, clk, rst);
    output         q;  
    input          d;  
    input 	   wen;  
    input          clk;  
    input          rst;  
    reg            state;
    assign q = state;
    always @(posedge clk) begin
      state <= rst ? 0 : (wen ? d : state);
    end
endmodule
```
**design/flow/run.sh**
```bash
#!/bin/bash
# OpenROAD 26Q1-2900-gdf79404cd8, Yosys 0.63+post, stock flow scripts
make -C /OpenROAD-flow-scripts/flow DESIGN_CONFIG=/design/flow/config.mk WORK_HOME=/design/flow/orfs finish
```
==> qor.csv <==
stage,metric,value,unit
route,drt pass-1 iters,3,
floorplanning,Floorplan Core Area,0.00822,mm^2
worst_setup_path,startpoint of the worst setup timing path,mem_mem_forwarding,
global_route,number of antenna violations at the first check in global routing,0,
placement,final weighted congestion of routability-driven global placement,0.741,
clock_network,post-cts hold-fix buffer tally,0,
yosys,number of instances in the synthesized netlist,145,
floorplanning,x dimension of the die,112,um
worst_hold_path,worst hold path class,in -> reg,
power,maximum resistive drop on vdd,496,uV
sta,max-slew violation count,0,
yosys,combined area of all synthesized cells,0.00163,mm^2
run,Max Cap Violations,0,
floorplanning,Cell Rows,33,
sta,Worst Skew,0,ns
worst_setup_path,worst reg-to-reg path cell count,4,
clock_network,maximum buffer depth of the clock tree,2,
yosys,most used flip-flop cell after synthesis,sky130_fd_sc_hd__dfxtp_1,
yosys,yosys stat cell total,145,
global_route,number of global-route vias before repair,1451,
yosys,average size of a mapped cell,11.2,um^2
run_status,run status,finished clean,
global_route,maximum number of pins on one net before global-route repair,23,
yosys,post-synth top area cell,sky130_fd_sc_hd__dfxtp_1,
worst_setup_path,signal arrival time at the worst endpoint,0.97,ns
sta,Fmax,810,MHz
placement,DP HPWL,3.56,mm
yosys,"Async S/R FF share, synth",0,%
layout,area overhead of the layout relative to synthesis,65.6,%
clock_network,CTS sink cnt,34,
global_route,remaining global-route overflow,0,
clock_network,CTS tree,built,
layout,fraction of layout instances using a drive strength above 1,35.8,%
worst_setup_path,"Worst Path Class, Setup",in -> out,
floorplanning,height of the die,112,um
sta,# setup viols final,0,
yosys,top-area cell type share of the netlist area,41.8,%
layout,final instance area,0.00270,mm^2
worst_setup_path,R2R Setup Slk,0.19,ns
yosys,Post-synth seq share,41.8,%
route,routed via count,1296,
clock_network,root buf cell,sky130_fd_sc_hd__clkbuf_8,
worst_setup_path,startpoint kind of the worst setup timing path,input port,
worst_setup_path,startpoint of the lowest-slack register-to-register path,write_data_dff[7].state,
clock_network,clock transition at the register clock pins on the worst setup and hold paths after CTS,0.07,ns
clock_network,count of H-tree levels built during CTS,2,
worst_setup_path,buffer-and-inverter tally for the worst setup path,3,
worst_setup_path,critical path endpoint category,output pin,
power,areal power density over the cells,968,mW/mm^2
layout,utilization after layout,32.8,%
global_route,global-route usage over all layers,7.50,%
worst_setup_path,total number of cells along the worst setup path,4,
floorplanning,chip area,0.0125,mm^2
yosys,chip area estimate from yosys synthesis,0.00163,mm^2
route,final WL,4.78,mm
power,P_leak,1.33,nW
route,wire per inst,14.2,um
floorplanning,top-level I/O count,150,
route,count of inserted antenna diode cells,0,
yosys,post-synthesis cell type with the largest instance count,sky130_fd_sc_hd__dfxtp_1,
sta,Final Hold Vio Count,0,
sta,Final Cycle Share,94.9,%
worst_setup_path,Top delay family on crit path,buffers and inverters,
worst_setup_path,end of the critical path,m_mem_write_data[11],
worst_setup_path,Worst EP required,1.04,ns
route,post-detailed-route DRC marker count,0,
yosys,number of enable flip-flop cells,0,
floorplanning,Initial Util,19.8,%
sta,unrepaired setup endpoints after global routing,no,
global_route,first-pass GRT wire length,7.83,mm
route,initial drt markers,9,
sta,minimum clock period after layout,1.23,ns
yosys,number of warnings reported in the yosys synthesis log,1,
placement,dpl cell area,0.00254,mm^2
worst_setup_path,maximum fanout along the worst path,8,
yosys,most frequent cells after synthesis,"sky130_fd_sc_hd__dfxtp_1 (34), sky130_fd_sc_hd__buf_4 (18), sky130_fd_sc_hd__mux2i_1 (18), sky130_fd_sc_hd__nor2b_1 (18), sky130_fd_sc_hd__o21ai_0 (16)",
yosys,number of distinct library cell variants in the gate-level netlist after synthesis,15,
placement,buffers added on ports,87,
worst_setup_path,library cell contributing the largest single delay on the critical path,sky130_fd_sc_hd__mux2_4,
yosys,Flops after synth,34,
yosys,top area cells in the synthesized netlist,"sky130_fd_sc_hd__dfxtp_1 (42%), sky130_fd_sc_hd__mux2i_1 (11%), sky130_fd_sc_hd__mux2_4 (9.2%)",
sta,worst slew pin tran,0.570,ns
sta,slew margin rel.,61.9,%
clock_network,clock latency (worst-skew pair),0.27,ns
route,remaining number of nets flagged by the antenna check after routing,0,
worst_setup_path,cell breakdown of the critical path,buf_4 -> buf_12 -> mux2_4 -> buf_2,
route,Vias/cell,3.85,
worst_hold_path,worst hold path stage count,3,
clock_network,number of buffers inserted during clock tree synthesis,5,
run,tally of OpenROAD warnings,87,
worst_setup_path,R2R Path End,write_data_dff[7].state,
worst_setup_path,Worst path max stage delay,0.30,ns
## placed cells by master (no fill, tap or decap)
cell	instances
sky130_fd_sc_hd__mux2i_1	18
sky130_fd_sc_hd__mux2_4	16
sky130_fd_sc_hd__clkbuf_2	1
sky130_fd_sc_hd__buf_16	1
sky130_fd_sc_hd__dlymetal6s2s_1	6
sky130_fd_sc_hd__clkdlybuf4s50_1	35
sky130_fd_sc_hd__nor2b_1	18
sky130_fd_sc_hd__o21ai_0	16
sky130_fd_sc_hd__dfxtp_2	17
sky130_fd_sc_hd__o21ba_2	6
sky130_fd_sc_hd__buf_12	4
sky130_fd_sc_hd__o21ba_1	10
sky130_fd_sc_hd__buf_2	15
sky130_fd_sc_hd__dfxtp_1	17
sky130_fd_sc_hd__dlygate4sd2_1	28
sky130_fd_sc_hd__clkbuf_8	8
sky130_fd_sc_hd__buf_6	1
sky130_fd_sc_hd__inv_1	1
sky130_fd_sc_hd__buf_4	14
## metrics by stage
stage	std cells	power (mW)	worst slack, ns	hold WS [ns]	TNS, ns
after global placement	319	1.74	-0.685	0.497	-15.13
after CTS	336	2.68	0.000842	0.436	0
after detailed placement	319	1.74	-0.685	0.508	-15.12
after global routing	337	2.77	0.0289	0.356	0
final	337	2.61	0.0659	0.339	0
after floorplan	145	1.41	0.232	0.426	0
## metal layers
metal / vias to the layer above / routed length, um / global-route usage, %
met5: - / 0 / 0
met4: 0 / 16 / 0.592
met3: 2 / 522 / 3.47
met2: 58 / 2030 / 11.4
met1: 587 / 2210 / 9.95
li1: 649 / - / -
## how the worst min path moves through the flow
stage,slack (ns),to,start
4_1_cts,0.44,write_data_dff[3].state,w_reg_write_data[3]
5_1_grt,0.36,write_data_dff[13].state,w_reg_write_data[13]
6_report,0.34,write_data_dff[13].state,w_reg_write_data[13]
## worst register-to-register path: stages (launching register included)
cell                      delay (ns)
sky130_fd_sc_hd__dfxtp_2        0.31
sky130_fd_sc_hd__mux2_4         0.26
sky130_fd_sc_hd__buf_4          0.13
sky130_fd_sc_hd__buf_4          0.12
sky130_fd_sc_hd__o21ba_2        0.18
## area by class of cell
type                            instances  area (um^2)
Fill cell                             822         5520
Timing Repair Buffer                  105          975
Multi-Input combinational cell         84          773
Sequential cell                        34          702
Tap cell                              105          131
Clock buffer                            8          110
Inverter                                1         3.75
## flip-flops by register name (all words and copies together), names as in the netlist
| name | count |
|---|---|
| mem_write_en_dff.state | 1 |
| write_data_dff.state | 16 |
| mem_read_en_dff.state | 1 |
| addr_dff.state | 16 |
## kinds of logic (layout without fill, tap and decap cells)
| family | Yosys count | after routing | synth area share [%] |
|---|---|---|---|
| AND/OR/NAND/NOR | 18 | 18 | 6.92 |
| buffers and inverters | 27 | 114 | 12.1 |
| flip-flops | 34 | 34 | 41.8 |
| AND-OR/OR-AND | 32 | 32 | 14.8 |
| multiplexers | 34 | 34 | 24.4 |
## where the power goes
part	internal [mW]	total, mW	switching, mW
Combinational	0.396	0.556	0.160
Clock	0.535	0.911	0.376
Sequential	1.12	1.14	0.0234
Total	2.05	2.61	0.559
## timing repair
action,CTS,global route
cloned,1,0
endpoints found under the setup margin,40,7
resized,106,7
setup buffers,8,1
Power and IR drop assume default switching activity.
